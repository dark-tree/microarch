$ cat ./config.mk
export PLATFORM = sky130hd
export DESIGN_NAME = alu
export DESIGN_NICKNAME = alu
export VERILOG_FILES = /design/flow/design.v
export SDC_FILE = /design/flow/constraint.sdc
export NUM_CORES = 4
export LEC_CHECK = 1
export CORE_UTILIZATION = 30
$ cat ./constraint.sdc
current_design alu

set clk_period 7.5
set clk_io_pct 0.2

create_clock -name clk0 -period $clk_period [get_ports {clk}]

set non_clock_inputs [all_inputs -no_clocks]
set_input_delay [expr $clk_period * $clk_io_pct] -clock clk0 $non_clock_inputs
set_output_delay [expr $clk_period * $clk_io_pct] -clock clk0 [all_outputs]
$ cat ./design.v
module alu
  (
    input[7:0] in_a,
    input[7:0] in_b,
    input[7:0] in_immediate,
    input[2:0] control,
    input execute,
    output reg zf = 1'b0,
    output reg cf = 1'b0,
    output reg[7:0] out = 8'b00000000,
    input clk
  );
  reg [2:0] _control;
  reg [7:0] alpha;
  reg [7:0] beta;
  reg [7:0] immediate;
  wire[7:0] sum = alpha + beta;
  wire[8:0] difference = alpha - beta;
  wire[7:0] and_result = alpha & beta;
  wire[7:0] nand_result = ~and_result;
  wire[7:0] xor_result = alpha ^ beta;
  wire[7:0] shift_result = alpha >> immediate;
  always @(posedge clk)
  begin
    if(execute == 1'b1) begin
      _control <= control;
      alpha <= in_a;
      beta <= in_b;
      immediate <= in_immediate;
    end
    if(_control == 3'b100) begin
      out <= beta;
    end
    if(_control == 3'b110) begin
      out <= sum;
    end
    if(_control == 3'b111) begin
      out <= difference[7:0];
      cf <= difference[8];
      zf <= !| difference[7:0];
    end
    if(_control == 3'b000) begin
      out <= nand_result;
    end
    if(_control == 3'b001) begin
      out <= and_result;
    end
    if(_control == 3'b010) begin
      out <= xor_result;
    end
    if(_control == 3'b011) begin
      out <= shift_result;
    end
  end
endmodule
$ cat ./run.sh
#!/bin/bash
# OpenROAD 26Q1-2900-gdf79404cd8, Yosys 0.63+post, stock flow scripts
make -C /OpenROAD-flow-scripts/flow DESIGN_CONFIG=/design/flow/config.mk WORK_HOME=/design/flow/orfs finish
==> impl_metrics.env <==
# implementation run metrics
export IMPL_status="complete, no violations"
export IMPL_tightestPinTransition_ns=0.709
export IMPL_drv_cap=0
export IMPL_grt_pass1_vias=1776
export IMPL_yosys_top_cells_area="edfxtp_1 43%, ha_1 8.3%, o21ai_0 3.3%"
export IMPL_setup_tns_ns=0
export IMPL_cts_setup_buffers=0
export IMPL_ys_types=52
export IMPL_syn_avg_cell_area_um2=10.6
export IMPL_die_area_um2=8900
export IMPL_relSlewSlack=0.527
export IMPL_arrival_ns=1.07
export IMPL_cts_tree="built"
export IMPL_yosys_area_um2=2560
export IMPL_drt_initial_drc_count=103
export IMPL_hold_viol=0
export IMPL_rsz0062_at_grt="false"
export IMPL_grt_pass1_wl_um=8800
export IMPL_synth_cells=241
export IMPL_cts_buffers=5
export IMPL_skew_ns=0.00710
export IMPL_fp_util=0.311
export IMPL_path_clk_slew_ns=0.08
export IMPL_fin_area_um2=3090
export IMPL_setup_ws_ns=4.93
export IMPL_yosysTopAreaCellShare=0.434
export IMPL_chipHeight_um=94.4
export IMPL_ys_flop_type="edfxtp_1"
export IMPL_hold_buffers=0
export IMPL_end_kind="primary output"
export IMPL_first_pass_iters=4
export IMPL_clockBufferDepth=2
export IMPL_crit_chain="clkdlybuf4s50_1"
export IMPL_via_count=1871
export IMPL_path_buffers=1
export IMPL_ys_cells=241
export IMPL_antenna_cells_inserted=0
export IMPL_place_hpwl_um=3920
export IMPL_slowest_delay_ns=0.45
export IMPL_nFillCells=801
export IMPL_fp_dieW_um=94.4
export IMPL_fmax_mhz=389
export IMPL_synth_seq_share=0.434
export IMPL_core_um2=8220
export IMPL_place_ws_ns=4.86
export IMPL_ys_flops=37
export IMPL_clock_sinks=37
export IMPL_flop_area_um2=1110
export IMPL_final_setup_viol_count=0
export IMPL_drcViolationCount=0
export IMPL_holdWs_ns=0.626
export IMPL_antenna_found_initial=0
export IMPL_drive_gt1_frac=0.0842
export IMPL_yosysWarnings=1
export IMPL_path_class="flip-flop to primary output"
export IMPL_synthArstFlopShare=0
export IMPL_post_route_util=0.377
export IMPL_gr_total_overflow=0
export IMPL_fin_crit_ns=2.57
export IMPL_hold_class="flip-flop to flip-flop"
export IMPL_port_buffers=38
export IMPL_period_used=0.343
export IMPL_warning_count=34
export IMPL_fin_cells=378
export IMPL_pin_count=39
export IMPL_htreeDepth=2
export IMPL_edf_count=37
export IMPL_mi_logic_area_um2=1290
export IMPL_clockRootBuffer="clkbuf_8"
export IMPL_drv_slew=0
export IMPL_grt_usage=0.132
export IMPL_clk_insertion_delay_late_ns=0.29
export IMPL_cts_resized=0
export IMPL_worstPathRequired_ns=6.00
export IMPL_crit_family="buffers and inverters"
export IMPL_ir_drop_v=0.0000958
export IMPL_wl_per_cell_um=14.0
export IMPL_cp_slowest_cell="clkdlybuf4s50_1"
export IMPL_netlist_area_um2=2560
export IMPL_viasPerCell=4.95
export IMPL_cp_max_fo=1
export IMPL_power_density_nw_per_um2=190
export IMPL_placed_cell_area_um2=3000
export IMPL_grt_max_degree=38
export IMPL_p_leak_nw=1.15
export IMPL_synth_area_leader_cell="edfxtp_1"
export IMPL_totalWireLength_um=5300
export IMPL_dp_cells=370
export IMPL_p_total_mw=0.589
export IMPL_area_growth_pct=20.9
export IMPL_gp_congestion=0.889
export IMPL_rows=33
export IMPL_ant_nets=0
export IMPL_cp_start_kind="flip-flop"
-- cell usage after synthesis (all sizes together) (9+ instances only) --
| library cell | number |
|---|---|
| edfxtp | 37 |
| inv | 18 |
| a21oi | 13 |
| ha | 17 |
| nor2b | 11 |
| o21ai | 19 |
| a211oi | 11 |
| nor2 | 16 |
| nand2 | 9 |
| buf | 10 |
-- layout make-up --
class / instances / share of cell area
repair buffers: 41 / 0.130
multi-input cells: 169 / 0.417
inverters: 18 / 0.0218
clock buffers: 5 / 0.0222
well taps: 105 / 0.0425
flip-flops and latches: 37 / 0.359
clock inverters: 3 / 0.00687
-- worst paths after layout --
kind	start	end	slack [ns]	depth (start not counted)
setup / recovery	out[1]	out[1]	4.93	1
hold reg to reg	beta[7]	out[7]	0.63	2
hold / removal	beta[7]	out[7]	0.63	2
setup reg to reg	alpha[3]	out[7]	5.02	7
-- report_power, final --
part	switching [mW]	internal, mW
combinational	0.0838	0.0896
sequential	0.0189	0.255
clock	0.0755	0.0659
-- layer usage --
metal  track usage  wire length [um]
met5             0                 0
met4        0.0128                15
met3        0.0180               223
met2         0.202              2470
met1         0.214              2600
-- kinds of logic after synthesis --
kind of cell	after synthesis	synth area share
mux	11	0.0538
buf+inv	35	0.0611
fa+ha+maj	19	0.0988
xor+xnor	7	0.0240
flops	37	0.434
simple gates	56	0.114
compound gates	76	0.214
-- state kept, by name, summed over array words and instances, names as in the netlist --
| register | cells |
|---|---|
| _control | 3 |
| alpha | 8 |
| beta | 8 |
| cf | 1 |
| immediate | 8 |
| out | 8 |
| zf | 1 |
-- placed cells by master, fill, tap and decap left out, types with 2 or more instances in the layout --
| cell | synthesis | layout |
|---|---|---|
| mux4_2 | 2 | 2 |
| nand2b_1 | 2 | 2 |
| a211oi_1 | 11 | 11 |
| a21oi_1 | 11 | 11 |
| a21o_1 | 2 | 2 |
| o21ai_2 | 2 | 2 |
| nor4_1 | 4 | 4 |
| o211ai_1 | 2 | 2 |
| a22oi_1 | 2 | 2 |
| clkdlybuf4s50_1 | 0 | 38 |
| nor2b_1 | 10 | 10 |
| a31oi_1 | 2 | 2 |
| nand2_1 | 9 | 9 |
| inv_1 | 18 | 18 |
| a21oi_2 | 2 | 2 |
| nor2_1 | 16 | 16 |
| o21ai_0 | 17 | 17 |
| nand3_1 | 7 | 7 |
| or3_1 | 2 | 2 |
| edfxtp_1 | 37 | 37 |
| xnor2_1 | 6 | 6 |
| fa_1 | 2 | 2 |
| buf_4 | 1 | 3 |
| o21a_1 | 6 | 6 |
| o221ai_1 | 4 | 4 |
| ha_1 | 17 | 17 |
| clkbuf_8 | 0 | 5 |
| o22ai_1 | 2 | 2 |
| mux2i_1 | 7 | 7 |
| mux2_2 | 2 | 2 |
-- tightest hold or removal path, delay by kind of cell, from the launching register on --
| family | cells | cell delay [ns] |
|---|---|---|
| compound gates | 1 | 0.09 |
| simple gates | 1 | 0.06 |
| flops | 1 | 0.38 |
