==> flow/design.v <==
module data_memory
  (
    input[7:0] address,
    input[7:0] in,
    output reg[7:0] out,
    input clk,
    input read_signal,
    input write_signal,
    output ready
  );
  reg[7:0] memory[255:0];
  reg[7:0] last_operation_address;
  always @(posedge clk)
  begin
    if(write_signal == 1'b1) begin
      memory[address] <= in;
      last_operation_address <= address;
    end
    if(read_signal == 1'b1) begin
      out <= memory[address];
      last_operation_address <= address;
    end
  end
  assign ready = !|(address ^ last_operation_address);
endmodule
==> flow/run.sh <==
#!/bin/bash
# OpenROAD 26Q1-2900-gdf79404cd8, Yosys 0.63+post, stock flow scripts
make -C /OpenROAD-flow-scripts/flow DESIGN_CONFIG=/design/flow/config.mk WORK_HOME=/design/flow/orfs finish
==> flow/config.mk <==
export PLATFORM = sky130hd
export DESIGN_NAME = data_memory
export DESIGN_NICKNAME = data_memory
export VERILOG_FILES = /design/flow/design.v
export SDC_FILE = /design/flow/constraint.sdc
export NUM_CORES = 4
export LEC_CHECK = 1
export CORE_UTILIZATION = 40
==> flow/constraint.sdc <==
current_design data_memory

set clk_period 19.1
set clk_io_pct 0.2

create_clock -name clk0 -period $clk_period [get_ports {clk}]

set non_clock_inputs [all_inputs -no_clocks]
set_input_delay [expr $clk_period * $clk_io_pct] -clock clk0 $non_clock_inputs
set_output_delay [expr $clk_period * $clk_io_pct] -clock clk0 [all_outputs]
==> CHANGELOG.md <==
### Implementation results

- Status: complete, no violations
- Root Buffer: clkbuf_16
- Die W: between 400 and 500 um
- Peak supply drop: ~0.069 mV
- Placement Rows: 162
- Async S/R FF share, synth: 0%
- Final Core Density: a little under half
- Vias in the first global route: between 40000 and 50000
- Tool Warnings: 32
- Post-synth area hogs: edfxtp_1, mux4_2, a22oi_1
- YS warnings: 1
- DR vias: roughly 37000
- Cell variety after synth: 22
- Hold Path Class: flip-flop to flip-flop
- Tot GR Track Use: between 20% and 30%
- Cell accounting for the most synthesized area: edfxtp_1
- DRC Markers: 0
- Top-count cell post-synth: edfxtp_1
- Setup Skew: around 35 ps
- DR vias/cell: between 5 and 6
- TritonCTS Sinks: 2064
- Die Span Y: 446 um
- Final estimated routing congestion in global placement: around 0.88
- Initial antenna violation count: 2
- Synthesized area: a little under 80000 um2
- Cts hold-fix bufs: 0
- First-pass GRT wire length: 280000 um
- Worst path slowest cell: clkdlybuf4s50_1
- Area Overhead vs Synth: 13.3%
- CP required: 15280 ps
- CTS H-Tree Depth: 4
- Die area: a little under 200000 um2
- Post_cts resized: 0
- Clock Pin Slew Worst Setup and Hold Paths: roughly 60 ps
- Critical Path AT: about 5500 ps
- Dpl cell area: about 83000 um2
- Cell family with most CP delay: buffers and inverters
- Detailed Route Iter0 Violations: 2506
- Hold_sp: memory[71][5]
- Cells in synth_stat.txt: between 3000 and 4000
- Worst-path cell chain: clkdlybuf4s50_1, xnor2_1, nand4_1, nor2_1, clkdlybuf4s50_1
- # setup viols final: 0
- Slew headroom: between 30% and 40%
- Largest net degree at the start of global routing: ~130
- Pwr dens: ~100 nW/um2
- TritonCTS Buffers: 200
- RSZ-0062 raised after global routing: no
- First-pass DRT Iterations: 6
- Cells after synthesis: 3569
- Post-route cell area: between 80000 and 90000 um2
- IO Count: 28
- Worst setup path class: input pin to output port
- Period minus WS final: ~9300 ps
- Post-Syn Area per Cell: approximately 22 um2
- Synthesis area per yosys: slightly below 80000 um2
- Max-Cap Viols: 0
- Crit path launch: address[3]
- Most frequent cell on the critical path: clkdlybuf4s50_1
- Post-route ant nets: 0
- Worst-Margin Slew: just under 1000 ps
- Top cells by count: edfxtp_1, mux4_2, a22oi_1
- Synth Seq Share: 78.6%
- Number of enable flip-flop cells: ~2100
- Core footprint: roughly 200000 um2
- Share of cells above drive strength 1: about a quarter
- Setup bufs post-CTS: 0
- Register area: between 60000 and 70000 um2
- # fillers: around 16000
- # port buffers: 27
- Endpoint class of the critical path: output port
- WL/cell: around 29 um
- Hold WS: between 1000 and 1500 ps
- CTS tree: done
- Final Cycle Share: between 40% and 50%
- Slew Viols, Final: 0
- Fp util: 40.4%
- WL final: 190000 um
- Hold Fails Final Rpt: 0
- Worst r2r src: memory[47][5]
- Max incr delay on CP: 750 ps
- Congestion Overflow GR: 0
- CP max FO: 10
- Fin Setup TNS: 0 ps
- Startpoint types: input pin
- F_max: 108 MHz
- Clock Latency Late Sink: 840 ps
- Top cell area share: between 70% and 80%
- Post-synth regs: a little over 2000
- Comb. cell area: about 16000 um2
- DPL Wire Length: 111000 um
- Critical path buffer and inverter count: 2
- Bufs on Longest Clock Path: 3
- Leak: roughly 0.027 uW
- Main flop type: edfxtp_1
[per-stage QoR]
step	cells	worst slack [ps]	total power, uW
4_1_cts	6554	9800	9300
2_1_floorplan	3569	10460	5320
5_1_grt	6554	9710	9480
6_report	6558	9810	9210
3_3_place_gp	6181	9700	5520
3_5_place_dp	6181	9800	5520
[cells in the final DEF, fill, tap and decap left out, drive strengths merged]
| cell | synthesis | routed |
|---|---|---|
| buf | 91 | 205 |
| or2 | 3 | 3 |
| clkinvlp | 0 | 5 |
| a21oi | 128 | 128 |
| nor3 | 30 | 30 |
| nor2b | 7 | 7 |
| edfxtp | 2064 | 2064 |
| mux4 | 512 | 512 |
| nand2 | 28 | 28 |
| nand3 | 13 | 13 |
| clkbuf | 143 | 246 |
| nand2b | 6 | 6 |
| o41ai | 32 | 32 |
| inv | 1 | 9 |
| nor2 | 233 | 233 |
| clkdlybuf4s50 | 0 | 17 |
| diode | 0 | 4 |
| or3 | 1 | 1 |
| a22oi | 256 | 256 |
| bufinv | 0 | 13 |
| nand4 | 10 | 10 |
| clkinv | 0 | 101 |
| xnor2 | 8 | 8 |
| and2 | 3 | 3 |
[flip-flops by register name, indices dropped and copies added (netlist names)]
| name | cells |
|---|---|
| last_operation_address | 8 |
| memory | 2048 |
| out | 8 |
[worst reg2reg max path, stage by stage, from the launching register on]
cell and delay, ps:
edfxtp_1 350, mux4_2 520, a22oi_1 420, a21oi_1 230, o41ai_1 790, nand4_1 170
[layer usage]
metal	track usage, %	vias to the layer above	routed length (um)
met1	27.4	19000	63800
met5	0.317	-	85
met4	5.38	8	5880
li1	-	15600	-
met2	32.1	1958	92800
met3	14.3	314	27900
[final cells by class]
class | count | share of cell area, %
clock buffers | 246 | 5.87
repair buffers | 222 | 2.07
clock inverters | 127 | 1.19
well taps | 2624 | 3.67
diodes | 4 | 0.0112
inverters | 1 | 0.00420
flip-flops and latches | 2064 | 69.4
multi-input cells | 1270 | 17.8
[report_power, final]
| group | switching [uW] | internal (uW) |
|---|---|---|
| Combinational | 271 | 143 |
| Clock | 1670 | 2130 |
| Sequential | 5.06 | 5000 |
[final timing paths]
path	end	slack [ps]	cells past startpoint
min reg2reg	out[5]	1080	5
min	out[5]	1080	5
max	ready	9810	5
max reg2reg	out[5]	16310	5
[kinds of logic (layout without fill, tap and decap cells)]
kind of cell | count (synthesis) | count (layout) | share of synthesized area, %
compound gates | 416 | 416 | 3.60
xor+xnor | 8 | 8 | 0.0889
buf+inv | 235 | 596 | 1.34
flops | 2064 | 2064 | 78.6
mux | 512 | 512 | 14.6
other cells | 0 | 4 | 0
simple gates | 334 | 334 | 1.75
Power figures rest on the tool's default switching activity, not on a simulated workload.
