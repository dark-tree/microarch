## flow/run.sh

```bash
#!/bin/bash
# OpenROAD 26Q1-2900-gdf79404cd8, Yosys 0.63+post, stock flow scripts
make -C /OpenROAD-flow-scripts/flow DESIGN_CONFIG=/design/flow/config.mk WORK_HOME=/design/flow/orfs finish
```

## flow/constraint.sdc

```tcl
current_design cu

set clk_period 15.5
set clk_io_pct 0.2

create_clock -name clk0 -period $clk_period [get_ports {clk}]

set non_clock_inputs [all_inputs -no_clocks]
set_input_delay [expr $clk_period * $clk_io_pct] -clock clk0 $non_clock_inputs
set_output_delay [expr $clk_period * $clk_io_pct] -clock clk0 [all_outputs]
```

## flow/config.mk

```make
export PLATFORM = sky130hd
export DESIGN_NAME = cu
export DESIGN_NICKNAME = cu
export VERILOG_FILES = /design/flow/design.v
export SDC_FILE = /design/flow/constraint.sdc
export NUM_CORES = 4
export LEC_CHECK = 1
export CORE_UTILIZATION = 30
```

## flow/design.v

```verilog
module cu
  (
    output[15:0] program_counter,
    input[23:0] instruction_bus,
    input instruction_ready,
    input clk,
    input[7:0] register_read_bus_a,
    input[7:0] register_read_bus_b,
    output[7:0] read_regset_a,
    output[7:0] read_regset_b,
    output[7:0] alu_immediate,
    output alu_signal,
    input [7:0] accumulator,
    input zf,
    input cf,
    output[7:0] register_write_bus,
    output[7:0] write_regset,
    output register_write_signal,
    output mmu_signal,
    output mmu_write,
    input mmu_ready,
    input[7:0] mmu_data,
    output[15:0] interrupt_return_address,
    output set_interrupt_return_address,
    input interrupt_signal,
    output trigger_cid
  );
  wire[23:0] instruction_s1;
  wire[23:0] instruction_s2;
  wire[23:0] instruction_s3;
  wire[7:0] stage_1_register_dependencies;
  wire[7:0] stage_2_registers_set;
  wire[7:0] stage_3_registers_set;
  wire[7:0] upper_stages_registers_set = stage_2_registers_set | stage_3_registers_set;
  wire[7:0] pipeline_register_overlap = upper_stages_registers_set & stage_1_register_dependencies;
  wire register_overlap_warning = |pipeline_register_overlap;
  wire stage_2_setting_flags;
  wire stage_1_using_flags;
  wire flag_overlap_warning = stage_2_setting_flags & stage_1_using_flags;
  wire stage_1_hold = flag_overlap_warning | register_overlap_warning;
  wire execute_stage_1 = !stage_1_hold;
  wire stage_1_finished;
  wire stage_2_ready;
  wire stage_2_finished;
  wire ready_for_next_instruction;
  reg[15:0] pc = 16'b1111111111111101;
  reg[7:0] ctr = 8'b00000000;
  wire set_ctr;
  wire[7:0] ctr_value;
  always @(posedge clk)
  begin
    if(ready_for_next_instruction == 1'b1) begin
      pc <= program_counter;
    end
    if(set_ctr == 1'b1) begin
      ctr <= ctr_value;
    end
  end
  pipeline p (
    .stage_1_instruction(instruction_s1),
    .stage_2_instruction(instruction_s2),
    .stage_3_instruction(instruction_s3),
    .next_instruction(instruction_bus),
    .next_instruction_available(instruction_ready),
    .stage_2_ready(stage_2_ready),
    .stage_1_ready(execute_stage_1),
    .stage_1_finished(stage_1_finished),
    .stage_2_finished(stage_2_finished),
    .ready_for_next_instruction(ready_for_next_instruction),
    .clk(clk)
  );
  id_stage_1 id1 (
    .instruction(instruction_s1),
    .execute(execute_stage_1),
    .cf(cf),
    .zf(zf),
    .alu_write_signal(alu_signal),
    .regmask_a(read_regset_a),
    .regmask_b(read_regset_b),
    .alu_immediate(alu_immediate),
    .registers_used(stage_1_register_dependencies),
    .register_bus_a(register_read_bus_a),
    .register_bus_b(register_read_bus_b),
    .current_instruction_address(pc),
    .next_instruction_address(program_counter),
    .mmu_write(mmu_write),
    .mmu_execute(mmu_signal),
    .interrupt_signal(interrupt_signal),
    .set_interrupt_return_address(set_interrupt_return_address),
    .interrupt_return_address(interrupt_return_address),
    .instruction_finished(stage_1_finished),
    .flag_dependent(stage_1_using_flags),
    .set_ctr(set_ctr),
    .ctr_value(ctr_value)
  );
  id_stage_2 id2 (
    .instruction(instruction_s2),
    .mmu_ready(mmu_ready),
    .instruction_ready(stage_2_ready),
    .instruction_finished(stage_2_finished),
    .setting_flags(stage_2_setting_flags),
    .registers_set(stage_2_registers_set)
  );
  id_stage_3 id3 (
    .instruction(instruction_s3),
    .accumulator(accumulator),
    .mmu_data_register(mmu_data),
    .regset(write_regset),
    .set_registers(register_write_signal),
    .register_bus(register_write_bus),
    .registers_set(stage_3_registers_set),
    .trigger_cid(trigger_cid)
  );
endmodule
module id_stage_1
  (
    input[23:0] instruction,
    input execute,
    input cf,
    input zf,
    output alu_write_signal,
    output[7:0] regmask_a,
    output[7:0] regmask_b,
    output[7:0] alu_immediate,
    output[7:0] registers_used,
    input[7:0] register_bus_a,
    input[7:0] register_bus_b,
    output[7:0] ctr_value,
    output set_ctr,
    input[15:0] current_instruction_address,
    output[15:0] next_instruction_address,
    output flag_dependent,
    output mmu_write,
    output mmu_execute,
    input interrupt_signal,
    output set_interrupt_return_address,
    output[15:0] interrupt_return_address,
    output instruction_finished
  );
  wire staging_alu_write_signal = (instruction[23] == 1'b1) ? 1'b1 : 1'b0;
  assign regmask_a = instruction[15:8];
  assign regmask_b = instruction[7:0];
  assign alu_immediate = instruction[7:0];
  assign ctr_value = instruction[15:8];
  assign mmu_write = instruction[20];
  wire  staging_mmu_execute = (instruction[23:21] == 3'b001) ? 1'b1 : 1'b0;
  assign set_interrupt_return_address = interrupt_signal;
  wire[15:0] address_from_registers;
  assign address_from_registers[7:0] = register_bus_a;
  assign address_from_registers[15:8] = register_bus_b;
  wire [15:0] immediate_address;
  assign immediate_address [7:0] = instruction[15:8];
  assign immediate_address [15:8] = instruction[7:0];
  wire [15:0] jump_address = (instruction[20] == 1'b1) ? immediate_address : address_from_registers;
  wire staging_set_ctr = (instruction[23:20] == 4'b0111) ? 1'b1 : 1'b0;
  wire zf_comp = (zf & instruction[19]) | (!zf & instruction[18]);
  wire cf_comp = (cf & instruction[17]) | (!cf & instruction[16]);
  wire flags = zf_comp & cf_comp;
  assign flag_dependent = (instruction[19] ^ instruction[18]) | (instruction[17] ^ instruction[16]);
  wire actually_execute = flags & execute;
  assign alu_write_signal = actually_execute & staging_alu_write_signal;
  assign mmu_execute = actually_execute & staging_mmu_execute;
  assign set_ctr = actually_execute & staging_set_ctr;
  wire[15:0] next_address_staging = ((actually_execute == 1'b1) & (instruction[23:21] == 3'b010)) ? jump_address : (current_instruction_address + 3);
  assign interrupt_return_address = next_address_staging;
  assign next_instruction_address = (interrupt_signal == 1'b1) ? 16'b0000000000000000 : next_address_staging;
  assign instruction_finished = ((instruction[23:21] == 3'b010) | (instruction[23:20] == 4'b0111)) | ( !actually_execute | (instruction[23:20] == 4'b0000));
  wire alu_bus_a_read = (instruction[23] == 1'b1) & (instruction[22:20] != 3'b100);
  wire alu_bus_b_read = (instruction[23] == 1'b1) & (instruction[22:20] != 3'b011);
  wire bus_a_read = alu_bus_a_read | (instruction[23:20] == 4'b0100) | (instruction[23:21] == 3'b001);
  wire bus_b_read = alu_bus_b_read | (instruction[23:20] == 4'b0100) | (instruction[23:20] == 4'b0011);
  wire[7:0] registers_read_a = bus_a_read ? instruction[15:8] : 8'b00000000;
  wire[7:0] registers_read_b = bus_b_read ? instruction[7:0] : 8'b00000000;
  assign registers_used = registers_read_a | registers_read_b;
endmodule
module id_stage_2
  (
    input[23:0] instruction,
    input mmu_ready,
    output instruction_ready,
    output instruction_finished,
    output setting_flags,
    output[7:0] registers_set
  );
  wire memory_instruction = (instruction[23:21] == 3'b001) ? 1'b1 : 1'b0;
  assign instruction_ready = (~memory_instruction) | mmu_ready;
  assign setting_flags = (instruction[23:20] == 4'b1111) ? 1'b1 : 1'b0;
  assign instruction_finished = (instruction[23:20] == 4'b0000) | ((instruction[23:20] == 4'b0011) & instruction_ready);
  assign registers_set = ((instruction[23] == 1'b1) | (instruction[23:20] == 4'b0010) | (instruction[23:20] == 4'b0001)) ? instruction[15:8] : ((instruction[23:20] == 4'b0110) ? 8'b11110000 : 8'b00000000);
endmodule
module id_stage_3
  (
    input[23:0] instruction,
    input[7:0] accumulator,
    input[7:0] mmu_data_register,
    output[7:0] regset,
    output set_registers,
    output[7:0] register_bus,
    output trigger_cid,
    output[7:0] registers_set
  );
  assign trigger_cid = (instruction[23:20] == 4'b0110) ? 1'b1 : 1'b0;
  assign register_bus = (instruction[23] == 1'b1) ? accumulator : ((instruction[23:20] == 4'b0010) ? mmu_data_register : instruction[7:0]);
  assign set_registers = (instruction[23] == 1'b1) | (instruction[23:20] == 4'b0010) | (instruction[23:20] == 4'b0001);
  wire[7:0] _regset = (instruction[23:20] == 4'b0010) ? instruction[7:0] : instruction[15:8];
  assign regset = _regset;
  assign registers_set = (set_registers) ? _regset : ((trigger_cid) ? 8'b11110000 : 8'b00000000);
endmodule
module pipeline
  (
    output reg[23:0] stage_1_instruction = 24'b000000000000000000000000,
    output reg[23:0] stage_2_instruction = 24'b000000000000000000000000,
    output reg[23:0] stage_3_instruction = 24'b000000000000000000000000,
    input[23:0] next_instruction,
    input next_instruction_available,
    output ready_for_next_instruction,
    input stage_2_ready,
    input stage_1_ready,
    input stage_1_finished,
    input stage_2_finished,
    input clk
  );
  wire[23:0] stage_1_input = next_instruction_available ? next_instruction : 24'b000000000000000000000000;
  wire[23:0] stage_2_input = (stage_1_finished | (!stage_1_ready)) ? 24'b000000000000000000000000 : stage_1_instruction;
  wire[23:0] stage_3_input = (stage_2_finished | (!stage_2_ready)) ? 24'b000000000000000000000000 : stage_2_instruction;
  wire advance_stage_2 = stage_2_ready;
  wire advance_stage_1 = (stage_2_ready | stage_1_finished) & stage_1_ready;
  assign ready_for_next_instruction = advance_stage_1;
  always @(posedge clk)
  begin
    stage_3_instruction <= stage_3_input;
    if(advance_stage_2 ==1'b1) begin
      stage_2_instruction <= stage_2_input;
    end
    if(advance_stage_1 == 1'b1) begin
      stage_1_instruction <= stage_1_input;
    end
  end
endmodule
```

==> flow_summary_export.csv <==
group,metric,value,unit
clock_network,cts_max_level,3,
layout,fin_area,0.00635,mm²
pwr,p_sw,114,µW
layout,regArea,0.00220,mm²
clock_network,cts_tree,"built",
timing,setup_tns,0,ns
routing,first_iter_violations,185,
yosys,ys_seq_frac,0.471,
yosys,synth_top_area_share,0.386,
yosys,synthesis.area,0.00467,mm²
pwr,cellLeakagePower,2.50,nW
critical_path,r2r-start,"p.stage_3_instruction[23]",
routing,viasPerCell,4.81,
critical_path,worst-path-max-fanout,32,
clock_network,ctsResizeCount,0,
global_route,grt_usage,0.153,
global_route,grt-ovfl-total,0,
pwr,ir_worst_vdd,0.0000437,V
placed_design,place.port_buffers,139,
timing,whs,0.442,ns
layout,final-comb-area,0.00216,mm²
yosys,ff_type,"edfxtp_1",
floorplanning,core_area,0.0152,mm²
floorplanning,initCoreUtil,0.307,
critical_path,critPathKind,"primary input to output port",
critical_path,slowest_stage,"clkdlybuf4s50_1",
critical_path,required,12.40,ns
routing,first_pass_iters,5,
yosys,synth_warnings,2,
critical_path,path_delay_family,"buffers and inverters",
yosys,synthCells,450,
hold_path,hold_end,"p.stage_3_instruction[2]",
job,warnings,25,
timing,finalCriticalPeriod,8.61,ns
layout,area_growth,36.1,%
routing,num_vias,3600,
pwr,internal-power,409,µW
clock_network,clk_root_buffer_cell,"clkbuf_16",
critical_path,crit_arrival,5.51,ns
global_route,antenna_found_initial,0,
timing,hold_viol,0,
critical_path,crit_buf_inv,3,
critical_path,path_cells,"clkdlybuf4s50_1 > mux2i_1 > nor2_1 > nand3_1 > nor3_4 > buf_4 > mux2_1 > clkdlybuf4s50_1",
yosys,ys.flops,80,
outcome,status,"finished clean",
pwr,pwr_density_cell,82.2,mW/mm²
critical_path,r2r_cells,9,
yosys,synthArstFlopShare,0,
yosys,yosys-stat-cells,450,
pwr,p_sw_frac,0.218,
job,drv_cap,0,
yosys,top_area_cell,"edfxtp_1",
clock_network,hold_buffers,0,
clock_network,cts_post_setup_buffers_inserted,0,
critical_path,worstSetupEndpointType,"output port",
clock_network,insertion_delay,0.34,ns
floorplanning,boundaryPins,140,
timing,tightest_slew,0.791,ns
global_route,grt_pass1_wl,18500,µm
layout,fillers,1432,
clock_network,numCtsBuffers,9,
clock_network,cts_buffer_depth,2,
routing,totalWireLength,12000,µm
critical_path,cp_slowest_stage_delay,0.47,ns
critical_path,cpMostUsedCell,"clkdlybuf4s50_1",
hold_path,hold_path.class,"register to register",
yosys,area_leaders,"edfxtp_1, dfxtp_1, mux2i_1",
placed_design,dpl_cell_area,0.00607,mm²
yosys,synth_cell_types,50,
global_route,grt_pass1_vias,3430,
yosys,edf_count,60,
floorplanning,chip_area,0.0161,mm²
floorplanning,die_w,127,µm
routing,wl_per_cell,16.0,µm
hold_path,hold_start,"p.stage_2_instruction[2]",
critical_path,r2r_end,"pc[4]",
pwr,combPwrFrac,0.125,
hold_path,hold_path_depth,1,
global_route,grt_max_degree,41,
yosys,synth.avg_cell_area,10.4,µm²
critical_path,reg2reg_setup_slack,11.94,ns
timing,maxClockFrequency,116,MHz
pwr,clkPwrFrac,0.400,
placed_design,gp_congestion,0.892,
routing,drcViolationCount,0,
routing,antennaDiodeCount,0,
timing,finalClockSkew,0.00339,ns
timing,setup_ws,6.89,ns
timing,relSlewSlack,0.469,
layout,drive_above_1_share,0.0625,
timing,setup_viol,0,
pwr,p_seq_frac,0.475,
yosys,synth.cells.most_frequent,"edfxtp_1, nor2_1, and2_1",
placed_design,dpl_worst_slack,6.89,ns
floorplanning,rows,45,
routing,ant_nets,0,
yosys,ys_chip_area,0.00467,mm²
yosys,yosysMostFrequentCell,"edfxtp_1",
floorplanning,die_y,127,µm
timing,drv_slew,0,
clock_network,cts.sinks,80,
placed_design,dp_hpwl,8770,µm
timing,rsz0062_at_grt,"no",
timing,finalCritPeriodShare,0.555,
clock_network,clkTransAtPathRegs,0.06,ns
critical_path,setup.worst_path.start_class,"primary input",
## how the worst max path moves through the flow
stage                         end  slack [ns]  startpoint  cells after the start
CTS           program_counter[15]        6.87          cf                      8
global route  program_counter[15]        6.79          cf                      8
finish         program_counter[4]        6.89          cf                      8
## kinds of logic after synthesis
group                      synth area share
buffers and inverters                0.0707
DFF                                   0.471
adders and majority gates           0.00268
AOI/OAI and AO/OA                    0.0959
xor gates and xnor gates             0.0338
and+or+nand+nor                       0.197
muxes                                 0.128
## per-stage QoR
step / utilization / cells / power (mW)
after floorplan: - / 450 / 0.278
after global routing: 0.418 / 748 / 0.544
after CTS: 0.418 / 748 / 0.529
after global placement: 0.399 / 733 / 0.318
after detailed placement: 0.399 / 733 / 0.318
final: 0.418 / 748 / 0.522
## routing by layer
layer | GRT usage | vias up | share of wire
li1 | - | 1806 | -
met1 | 0.232 | 1643 | 0.47
met2 | 0.229 | 130 | 0.44
met3 | 0.0438 | 19 | 0.076
met4 | 0.0217 | 2 | 0.017
met5 | 0 | - | 0.00042
## registers in the layout, indices dropped and copies added (netlist names)
signal and cells:
p.stage_3_instruction 20, p.stage_1_instruction 24, pc 16, p.stage_2_instruction 20
## cells in the final DEF, fill, tap and decap left out, types with 3 or more instances in the layout
cell / instances
a2111oi_0: 3
a211oi_1: 3
a21o_1: 3
a21oi_1: 17
a221o_1: 3
a22o_1: 3
a22oi_1: 9
and2_1: 46
and3_1: 24
buf_4: 6
clkbuf_16: 9
clkdlybuf4s50_1: 139
dfxtp_1: 20
edfxtp_1: 60
inv_1: 9
mux2_1: 14
mux2_2: 9
mux2i_1: 34
nand2_1: 24
nand3_1: 5
nand4_1: 4
nor2_1: 52
o21a_1: 3
o21ai_0: 8
xnor2_1: 11
xor2_1: 7
## power groups by stage
stage	Clock (mW)	Sequential (mW)	Combinational, mW
after CTS	0.214	0.248	0.0662
after global routing	0.223	0.249	0.0722
final	0.209	0.248	0.0654
## final cells by class
cell class                 count  area share
timing repair buffer         145       0.226
sequential                    80       0.347
inverter                       9     0.00532
tap                          188      0.0370
clock buffer                  12      0.0388
clock inverter                 3     0.00650
multi-input combinational    311       0.340
Power is estimated from default activity; no workload was simulated.
